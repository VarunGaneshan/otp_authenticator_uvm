**design/flow/run.sh**
```bash
#!/bin/bash
# OpenROAD 26Q1-2900-gdf79404cd8, Yosys 0.63+post, stock flow scripts
make -C /OpenROAD-flow-scripts/flow DESIGN_CONFIG=/design/flow/config.mk WORK_HOME=/design/flow/orfs finish
```
**design/flow/design.v**
```verilog
`default_nettype none
module tt_um_tiny_hardware_authentication_engine (
    input  wire [7:0] ui_in,     
    output wire [7:0] uo_out,    
    input  wire [7:0] uio_in,    
    output wire [7:0] uio_out,   
    output wire [7:0] uio_oe,    
    input  wire       ena,       
    input  wire       clk,       
    input  wire       rst_n      
);
  assign uio_oe  = 8'hFF;
    wire [1:0] ano;
    top INST1 (.clk(clk),
               .reset_n(rst_n),
               .user_in(ui_in[3:0]),
               .otp_latch(ui_in[4]),
               .user_latch(ui_in[5]),
               .lfsr_out(uo_out[6:0]),
               .user_out(uio_out[6:0]),
               .an(ano));
    assign {uo_out[7], uio_out[7]} = ano; 
    wire _unused = &{ena, uio_in, ui_in[7:6], 1'b0};
endmodule
module pos_edge(
    input  clk,
    input  reset,
    input  sig_in,         
    output reg rise_edge   
);
    reg sig_d;  
    always @(posedge clk or negedge reset) begin
        if (!reset) begin
            sig_d     <= 0;
            rise_edge <= 0;
        end else begin
            sig_d     <= sig_in;
            rise_edge <= sig_in & ~sig_d; 
        end
    end
endmodule
module lfsr(
    input  clk,
    input  reset,
    output reg [15:0] d_out
);
    reg [15:0] lfsr, lfsr_next;
    reg [3:0] q_reg1, q_reg2, q_reg3, q_reg4;  
    reg tap;
    always @(posedge clk or negedge reset) begin
        if (!reset)
            lfsr <= 16'hACE1;   
        else
            lfsr <= lfsr_next;
    end
    always @(*) begin
        tap = lfsr[15] ^ lfsr[13] ^ lfsr[12] ^ lfsr[10] ^ lfsr[8] ^ lfsr[6];
        lfsr_next = {lfsr[14:0], tap};
    end
    always @(*) begin
        q_reg1 = lfsr[15:12] % 10;
        q_reg2 = lfsr[11:8]  % 10;
        q_reg3 = lfsr[7:4]   % 10;
        q_reg4 = lfsr[3:0]   % 10;
    end
    always @(*) begin
        d_out = {q_reg1, q_reg2, q_reg3, q_reg4};
    end
endmodule
module fsm(
    input clk,reset,
    input [15:0] lfsr_digit,
    input lfsr_latch,
    input [3:0] user_digit,
    input user_latch,
    output reg unlock,
    output reg reset_sys,
    output reg expired,
    output reg [1:0] wrng_atmpt,
    output [15:0] user_otp_out,
    output reg [15:0] otp
    );
    reg [31:0] total_time;
    reg [27:0] hold_time;
    reg [1:0] current,next;
    reg [3:0] user_otp[0:3];
    reg [2:0]j; 
    parameter IDLE = 2'B00,GENERATE_OTP = 2'B01, ENTER_OTP = 2'B10 ,UNLOCK = 2'B11;
    always @(posedge clk or negedge reset) begin
    if (!reset) begin
        otp <= 16'b0;
        current    <= IDLE;
        total_time <= 0;
        hold_time <= 0;
        wrng_atmpt <= 0;
        unlock     <= 0;
        reset_sys  <= 0;
        expired    <= 0;
        j          <= 0;
        {user_otp[0], user_otp[1], user_otp[2], user_otp[3]} <= 16'd0;
    end 
    else begin
        current <= next;
        case (current)
            IDLE: begin
                otp <= 16'b0;
                total_time <= 0;
                hold_time <= 0;
                unlock <= 0;
                reset_sys <= 0;   
                expired    <= 0;  
                wrng_atmpt <= 0; 
                j  <= 0;     
                {user_otp[0], user_otp[1], user_otp[2], user_otp[3]} <= 16'd0;   
            end
            GENERATE_OTP: if (lfsr_latch) begin
                               otp <= lfsr_digit; 
                           end
            ENTER_OTP: begin
                total_time <= total_time + 1;
                if(total_time >= (50_000_000*50)) begin
                    if(hold_time < (50_000_000*5)) begin 
                        expired   <= 1;
                        hold_time <= hold_time + 1;
                    end else begin
                        expired   <= 0;
                        hold_time <= 0;
                    end
                end
                else if (user_latch ) begin
                    user_otp[j[1:0]] <= user_digit;
                    j <= j + 1;
                end
            end 
            UNLOCK: begin  
                if (otp == {{user_otp[0]},{user_otp[1]},{user_otp[2]},{user_otp[3]}}) begin
                    unlock <= 1;
                    hold_time <= hold_time + 1;
                end 
                else begin
                    j <= 0;
                     if (wrng_atmpt == 2) begin 
                        reset_sys <= 1;
                        hold_time <= hold_time + 1;
                    end
                    else begin
                        reset_sys <= 0;
                        hold_time <= 0;
                        wrng_atmpt <= wrng_atmpt + 1;
                    end
                end
            end
        endcase
    end
end
   always @(*) begin
    next = current;  
    case (current)
        IDLE:        next = GENERATE_OTP;
        GENERATE_OTP: if (lfsr_latch) next = ENTER_OTP;
        ENTER_OTP:   if (total_time >= (50_000_000*50) && hold_time == (50_000_000*5)) next = IDLE; 
                     else if (total_time >= (50_000_000*50)) next = ENTER_OTP; 
                     else if (j > 3)    next = UNLOCK;
        UNLOCK:      if (( otp == {{user_otp[0]},{user_otp[1]},{user_otp[2]},{user_otp[3]}} ) && hold_time == (50_000_000*5)) next = IDLE; 
                     else if ( otp == {{user_otp[0]},{user_otp[1]},{user_otp[2]},{user_otp[3]}}) next = UNLOCK;
        else if (wrng_atmpt >= 2 && hold_time == (50_000_000*5) )  next = IDLE; 
                     else if (wrng_atmpt >= 2)  next = UNLOCK; 
                     else next = ENTER_OTP ;  
    endcase
end
assign user_otp_out = {{user_otp[0]},{user_otp[1]},{user_otp[2]},{user_otp[3]}};
endmodule
module clk_div(
    input clk, rstn,
    output reg clk_out_disp
);
    reg [13:0] ct2;
    parameter DISP = 12_500; 
    always @(posedge clk or negedge rstn) begin
        if(!rstn) begin
            ct2 <= 14'd0;
            clk_out_disp <= 1'b0;
        end else begin
            if (ct2 == DISP-1) begin
                ct2 <= 14'd0;
                clk_out_disp <= ~clk_out_disp;
            end else begin
                ct2 <= ct2 + 14'd1;
            end
        end
    end
endmodule
module clk_div_2sec(
    input clk, rstn,
    output reg clk_out_disp2
);
    reg [25:0] ct2;
    parameter DISP = 50_000_000;
    always @(posedge clk or negedge rstn) begin
        if(!rstn) begin
            ct2 <= 26'd0;
            clk_out_disp2 <= 1'b0;
        end else begin
            if (ct2 == DISP-1) begin
                ct2 <= 26'd0;
                clk_out_disp2 <= ~clk_out_disp2;
            end else begin
                ct2 <= ct2 + 26'd1;
            end
        end
    end
endmodule
module otp_to_bcd(
    input clk, rstn,
    input unlock, lock, expire,
    input [1:0] wrng_att,
    input [15:0] user_otp, lfsr_otp,
    output reg [3:0] bcd1, bcd2,
    output reg [1:0] an,
    output wire shft
);
    wire clk_out_disp;
    wire clk_out_disp2;
    clk_div inst2(.clk(clk),
                  .rstn(rstn),
                  .clk_out_disp(clk_out_disp));
    clk_div_2sec inst3(.clk(clk),
                       .rstn(rstn),
                       .clk_out_disp2(clk_out_disp2));
    reg [1:0] disp1;
    reg [1:0] disp2; 
    reg [3:0] mode;
    reg shift;
    reg ON;
    always @ (posedge clk_out_disp2 or negedge rstn) begin
        if(!rstn)
            shift <= 0;
        else
            shift <= ~shift;
    end
    always @ (*) begin
        if(unlock)
            mode = 4'b0111;
        else if(lock)
            mode = 4'b0110;
        else if(expire)
            mode = 4'b0101;
        else
            mode = 4'd0;
    end
    always @(posedge clk_out_disp or negedge rstn) begin
        if(!rstn) begin
            ON <= 0;
            disp1 <= 2'd0;
            disp2 <= 2'd0;
        end
        else begin
            ON <= 1;
            disp1 <= disp1 + 2'd1;
            disp2 <= disp2 + 2'd1;
        end
    end
    always @(*) begin
        if(!ON) begin
            bcd1 = 4'b1111;
            an = 2'b00;
        end
        else begin
            case (disp1)
                2'd0: begin 
                    an = 2'b00;
                    bcd1 = user_otp[3:0];
                end
                2'd1: begin
                    an = 2'b01;
                    bcd1 = user_otp[7:4];
                end 
                2'd2: begin
                    an = 2'b10;
                    bcd1 = user_otp[11:8];
                end
                2'd3: begin
                    an = 2'b11;
                    bcd1 = user_otp[15:12];
                end
                default: begin
                    an = 2'b11;
                    bcd1 = 4'd0;
                end
        endcase
        end
    end
    always @(*) begin
        if(!ON) begin
            bcd2 = 4'd10;
        end
        else begin
        if(shift) begin
            case(disp2)
                2'd3: begin 
                       bcd2 = 4'b1111;
                    end
                2'd2: begin
                       bcd2 = {2'b00, wrng_att + 2'd1};
                end
                2'd1: begin
                       bcd2 = 4'b1000;
                end 
                2'd0: begin 
                       bcd2 = mode;
                end
                default: begin
                        bcd2 = 4'd0;
                end
            endcase
        end
        else begin
            case (disp2)
                2'd0: begin 
                   bcd2 = lfsr_otp[3:0];
                end
                2'd1: begin
                   bcd2 = lfsr_otp[7:4];
                end 
                2'd2: begin
                    bcd2 = lfsr_otp[11:8];
                end
                2'd3: begin
                    bcd2 = lfsr_otp[15:12];
                end
                default: begin
                        bcd2 = 4'd0;
                end
            endcase
        end
        end
    end
    assign shft = shift;
endmodule
module seven_seg(
    input [3:0] bcd1, bcd2,
    input shift,
    output reg [6:0] seg1, seg2
    );
    always @ (*) begin
        case(bcd1)
            4'b0000: seg1 = 7'b1000000;  
            4'b0001: seg1 = 7'b1111001;  
            4'b0010: seg1 = 7'b0100100;  
            4'b0011: seg1 = 7'b0110000;  
            4'b0100: seg1 = 7'b0011001;  
            4'b0101: seg1 = 7'b0010010;  
            4'b0110: seg1 = 7'b0000010;  
            4'b0111: seg1 = 7'b1111000;  
            4'b1000: seg1 = 7'b0000000;  
            4'b1001: seg1 = 7'b0010000;  
            default: seg1 = 7'b1111111;  
        endcase
    end
    always @ (*) begin
        if(shift) begin
            case(bcd2)
                4'b0001: seg2 = 7'b1111001;  
                4'b0010: seg2 = 7'b0100100;  
                4'b0011: seg2 = 7'b0110000;  
                4'b0110: seg2 = 7'b1000111;  
                4'b0111: seg2 = 7'b1000001;  
                4'b0101: seg2 = 7'b0000110;  
                4'b1000: seg2 = 7'b0111111;  
                4'b1111: seg2 = 7'b0001000;  
                default: seg2 = 7'b1111111;  
            endcase
        end
        else begin
                case(bcd2)
                    4'b0000: seg2 = 7'b1000000;  
                    4'b0001: seg2 = 7'b1111001;  
                    4'b0010: seg2 = 7'b0100100;  
                    4'b0011: seg2 = 7'b0110000;  
                    4'b0100: seg2 = 7'b0011001;  
                    4'b0101: seg2 = 7'b0010010;  
                    4'b0110: seg2 = 7'b0000010;  
                    4'b0111: seg2 = 7'b1111000;  
                    4'b1000: seg2 = 7'b0000000;  
                    4'b1001: seg2 = 7'b0010000;  
                    default: seg2 = 7'b1111111;  
                endcase 
        end
    end
endmodule
module top_7_seg(
    input wire clk, rstn, unlock, lock, expire,
    input [1:0] wrng_att,
    input wire [15:0] user_otp, lfsr_otp,
    output wire [6:0] seg1, seg2,
    output wire [1:0] an
    );
    wire [3:0] bcd1, bcd2;
    wire shift;
    otp_to_bcd U1 (.clk(clk),
                   .rstn(rstn),
                   .lock(lock),
                   .unlock(unlock),
                   .expire(expire),
                   .wrng_att(wrng_att),
                   .user_otp(user_otp),
                   .lfsr_otp(lfsr_otp),
                   .bcd1(bcd1),
                   .bcd2(bcd2),
                   .an(an),
                   .shft(shift));
    seven_seg U2 (.bcd1(bcd1),
                  .bcd2(bcd2),
                  .seg1(seg1),
                  .seg2(seg2),
                  .shift(shift));
endmodule
module top(
input clk, input reset_n,
input [3:0]user_in,
input otp_latch,input user_latch,
output [6:0] lfsr_out,
output [6:0] user_out,
output [1:0] an
  );
wire [15:0]d_out, user_otp, otp;
wire [1:0] wrng_atmpt;
wire lock, unlock, expire;
wire lfsr_button, user_button;
pos_edge edge1 (.clk(clk),  
                .reset(reset_n),
                .sig_in(otp_latch),
                .rise_edge(lfsr_button));
pos_edge edge2 (.clk(clk),  
                .reset(reset_n),
                .sig_in(user_latch),
                .rise_edge(user_button));
lfsr dut1( 
    .clk(clk),
    .reset(reset_n),
    .d_out(d_out)
);
fsm dut2(.clk(clk),
    .reset(reset_n),
    .lfsr_digit(d_out),
    .lfsr_latch(lfsr_button),
    .user_digit(user_in),
    .user_latch(user_button),
    .unlock(unlock),
    .reset_sys(lock),
    .expired(expire),
    .wrng_atmpt(wrng_atmpt),
    .user_otp_out(user_otp),
    .otp(otp)
    );
 top_7_seg dut3(
    .clk(clk),
    .rstn(reset_n),
    .lock(lock),
    .unlock(unlock),
    .expire(expire),
    .wrng_att(wrng_atmpt),
    .user_otp(user_otp),
    .lfsr_otp(otp),
    .seg1(user_out),
    .seg2(lfsr_out),
    .an(an)
    );
endmodule
```
**design/flow/constraint.sdc**
```tcl
current_design tt_um_tiny_hardware_authentication_engine

set clk_period 5.7
set clk_io_pct 0.2

create_clock -name clk0 -period $clk_period [get_ports {clk}]

set non_clock_inputs [all_inputs -no_clocks]
set_input_delay [expr $clk_period * $clk_io_pct] -clock clk0 $non_clock_inputs
set_output_delay [expr $clk_period * $clk_io_pct] -clock clk0 [all_outputs]
```
**design/flow/config.mk**
```make
export PLATFORM = sky130hd
export DESIGN_NAME = tt_um_tiny_hardware_authentication_engine
export DESIGN_NICKNAME = tt_um_tiny_hardware_authentication_engine
export VERILOG_FILES = /design/flow/design.v
export SDC_FILE = /design/flow/constraint.sdc
export NUM_CORES = 4
export LEC_CHECK = 1
export CORE_UTILIZATION = 40
```
==> Changelog: implementation <==
## Flow update

- Number of OpenROAD warnings: about 60
- Total grt overflow: 0
- Hold WC Path Type: flip-flop to flip-flop
- Max Clock Skew: around 0.013 ns
- Pre-antenna DRT Iters: 5
- Post-synth seq share: 0.4583
- Final Critical Period: 4.752 ns
- Slowest CP cell: o21ai_0
- Setup Viol. Count Final: 0
- Synthesized instance count: about 960
- Fillers: about 2100
- CTS tree: yes
- CP top delay family: AND-OR/OR-AND gates
- Worst reg2reg setup slack: about 2.8 ns
- Post-CTS sizing: 0
- Endpoints left unconstrained: 7
- Wirelength per Cell: about 15 um
- Crit path arrival time: 3.61 ns
- Core area: between 20000 and 25000 sq um
- Int Power: approximately 0.0018 W
- Relative slew slack: 0.4299
- Crit path buffers/inverters: 2
- Die x size: ~160 um
- HPWL after detailed placement: between 10000 and 15000 um
- Total global-route track usage: 0.1718
- Critical Path Source Type: flip-flop
- Warnings, synthesis: 8
- Crit path DRT: between 4 and 5 ns
- Worst Hold Launch: INST1.dut1.lfsr[5]$_DFF_PN1_
- Clock Tree Buf Depth: 2
- Drt first-iter violations: 466
- Die Y: roughly 160 um
- Ys cells: approximately 960
- Share of power burned in registers: 0.494
- Leakage: roughly 4.6 nW
- Area contributors post-synth: dfrtp_1 43%, ha_1 4.9%, nand2_1 3.9%
- Syn Std Cell Area: ~9400 sq um
- Largest net degree at the start of global routing: ~120
- Cell Rows: approximately 55
- Slew Viols, Final: 0
- Fp_density: 0.4121
- Post-synthesis async set-or-reset flop share: 1.000
- TritonCTS Buffers: 17
- Share of cells above drive strength 1: 0.07661
- Clock latency (worst-skew pair): between 0.4 and 0.5 ns
- Vias after detailed routing: around 7000
- Yosys cell types: approximately 77
- # DRC: 0
- TNS Setup: 0 ns
- WHS Path Cells: 0
- Top cell type by total area after synthesis: dfrtp_1
- Vias in the first global route: about 6500
- Pin slew with the least headroom to its limit: around 0.85 ns
- Post-DR vias/cell: between 5 and 6
- Hold_buf cts: 0
- Initial antenna violation count: 0
- Synth flops: between 150 and 200
- Setup Buffers After CTS: 0
- Number of nets still failing antenna checks after routing: 0
- EDFF count, synth: 0
- Fmax: between 0.2 and 0.25 GHz
- First-pass GRT wire length: about 33000 um
- Hold Path End: INST1.dut1.lfsr[6]$_DFF_PN1_
- CTS root buffer: clkbuf_16
- Reg2reg start: INST1.dut2.current[1]$_DFF_PN0_
- Power Total: ~0.0024 W
- Yosys stat area: 9415 sq um
- # IOs: roughly 43
- Fin crit share: 0.8336
- Outcome: finished clean
- Placed Instances: 1273
- H-tree levels: 4
- Number of stages on the worst setup path: 9
- Switching component of the power: between 0.0005 and 0.0006 W
- Pwr dens: about 230 nW/um^2
- VDD IR max: 173.6 uV
- Max FO, Critical Path: 5
- Biggest cell delay along the critical path: 0.64 ns
- Reg clk slew, reported paths: 0.07 ns
- Final WL: between 15000 and 20000 um
- Clock share of power: 0.493
- Area delta synth->final: 12.37%
- Final hold violation count: 0
- Setup crit end kind: primary output
- Register pins left without a clock: 6
- GP Congestion: a little under 0.9
- RSZ-0062 raised after global routing: no
- Cell breakdown of the critical path: a222oi_1 > mux2i_1 > o21ai_0 > inv_1 > ha_1 > mux2_2 > o31ai_1 > a22o_1 > clkdlybuf4s50_1
- Max_cap viols: 0
- Diodes inserted: 0
- Largest type area fraction: 0.4332
- Top FF cell, synth: dfrtp_1
- Non-filler cells, final: between 1000 and 1500
- Crit path kind: flip-flop to primary output
- Mean Syn Cell Area: about 9.8 sq um
- Switching share of power: 0.2508
- Buffers added on ports: 23
- Die area: approximately 24000 sq um
- Worst reg2reg path endpoint: INST1.dut2.j[0]$_DFFE_PN0P_
- Gate power share: 0.013
- R2r worst-path depth: 5
## power groups by stage
stage	sequential, W	clock (W)	combinational (W)
finish	0.00118	0.00118	0.0000308
global route	0.00118	0.00126	0.0000371
CTS	0.00118	0.00121	0.0000337
## state kept, by name (all words and copies together) (netlist names), 2 cells and up
register / count
INST1.dut3.U1.inst3.ct2: 26
INST1.dut3.U1.disp1: 2
INST1.dut2.j: 3
INST1.dut2.user_otp: 16
INST1.dut1.lfsr: 16
INST1.dut2.otp: 16
INST1.dut2.total_time: 32
INST1.dut3.U1.disp2: 2
INST1.dut2.hold_time: 28
INST1.dut2.current: 4
INST1.dut3.U1.inst2.ct2: 14
INST1.dut2.wrng_atmpt: 2
## cell usage after synthesis, types with 10 or more instances
master / count
nor2b_1: 16
a21o_1: 10
a21oi_1: 23
nand2_1: 97
inv_1: 45
o21ai_0: 56
dfrtp_1: 163
xnor2_1: 39
ha_1: 37
o31ai_1: 12
nand3_1: 61
clkbuf_1: 20
a22o_1: 21
nor2_1: 64
mux2i_1: 32
nand4_1: 26
and3_1: 11
xor2_1: 24
nor3_1: 20
## layer usage
layer	vias to the layer above	global-route usage	part of all wire
met5	-	0	0
met4	0	0.01401	0.0085
met3	11	0.02638	0.031
met2	117	0.2622	0.45
met1	3353	0.2791	0.52
li1	3509	-	-
## kinds of logic after synthesis
logic type / after synthesis / share of synthesized area
buf+inv: 83 / 0.03973
xor+xnor: 63 / 0.05860
compound gates: 213 / 0.1649
fa+ha+maj: 37 / 0.04917
simple gates: 354 / 0.1924
flops: 172 / 0.4583
mux: 34 / 0.03641
other cells: 1 / 0.0003983
## worst max path at each step
stage                              start         to  slack [ns]
6_report  INST1.dut2.otp[12]$_DFFE_PN0P_  uo_out[6]        0.95
4_1_cts   INST1.dut2.otp[12]$_DFFE_PN0P_  uo_out[6]        0.90
5_1_grt   INST1.dut2.otp[12]$_DFFE_PN0P_  uo_out[6]        0.57
## metrics by stage
stage	setup WS, ns	util	hold WS [ns]	cell area, sq um
after floorplan	2.079	-	0.3549	9445
after global placement	1.410	0.4358	0.3726	9956
after detailed placement	1.389	0.4358	0.3723	9956
after CTS	0.9039	0.4631	0.3875	10580
after global routing	0.5661	0.4631	0.3976	10580
final	0.9484	0.4631	0.3866	10580
## cell usage in the layout, fill, tap and decap left out, types with 16 or more instances in the layout
cell type        Yosys  final
o21ai_0             56     56
a21oi_1             23     23
nor2b_1             16     16
nor3_1              20     19
dfrtp_1            163    163
nor2_1              64     64
mux2i_1             32     32
clkbuf_16            0     17
nand2_1             97     97
nand3_1             61     61
xnor2_1             39     39
clkdlybuf4s50_1      1     22
xor2_1              24     24
a22o_1              21     21
nand4_1             26     26
ha_1                37     37
inv_1               45     45
## layout make-up
type                            instances  area, sq um  area share
Multi-Input combinational cell        710         4761      0.4500
Sequential cell                       172         4315      0.4079
Inverter                               45        168.9     0.01597
Tap cell                              313        391.6     0.03702
Clock buffer                           17        425.4     0.04021
Timing Repair Buffer                   33        319.1     0.03016
Clock inverter                         15        198.9     0.01880
Power is estimated from default activity; no workload was simulated.
